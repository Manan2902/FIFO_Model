$ cat /design/flow/design.v
module FIFO_Model (
    input                       Clk,         
    input                       RstN,        
    input [(32-1) : 0]     Data_In,     
    input                       FInN,       
    input                       FClrN,        
    input                       FOutN,       
    output [(32-1) : 0]     F_Data,         
    output reg                   F_FullN,        
    output reg                   F_EmptyN,       
    output reg                   F_LastN,        
    output reg                   F_SLastN,       
    output reg                   F_FirstN        
);                                              
reg [2 : 0] fcounter;  
reg [(2-1) : 0] rd_ptr;  
reg [(2-1) : 0] wr_ptr;  
wire [(32-1) : 0] FIFODataOut;  
wire [(32-1) : 0] FIFODataIn;  
wire ReadN;
assign ReadN = FOutN;
wire WriteN;
assign WriteN = FInN;
assign F_Data = FIFODataOut;
assign FIFODataIn = Data_In;
FIFO_MEM_BLK memblk (.clk(Clk),
                    .writeN(WriteN),
                    .rd_addr(rd_ptr),
                    .wr_addr(wr_ptr),
                    .data_in(FIFODataIn),
                    .data_out(FIFODataOut)
                    );
always @(posedge Clk or negedge RstN) begin
    if (!RstN) begin
        fcounter <= 0;
        rd_ptr <= 0;
        wr_ptr <= 0;
    end
    else begin
        if(~FClrN) begin
            fcounter <= 0;
            rd_ptr <= 0;
            wr_ptr <= 0;
        end
        else begin
            if (~WriteN)
                wr_ptr <= wr_ptr + 1;
            if (~ReadN)
                rd_ptr <= rd_ptr + 1;
            if (~WriteN && ReadN && F_FullN)
                fcounter <= fcounter + 1;
            else if (WriteN && ~ReadN && F_EmptyN)
                fcounter <= fcounter - 1;
        end
    end
end
always @(posedge Clk or negedge RstN) begin
    if(!RstN)
        F_EmptyN <= 1'b0;
    else begin
        if (FClrN == 1'b1) begin
            if (F_EmptyN == 1'b0 && WriteN == 1'b0) begin
                F_EmptyN <= 1'b1;
            end
            else if (F_FirstN == 1'b0 && ReadN == 1'b0 && WriteN == 1'b1) begin
                F_EmptyN <= 1'b0;
            end
            else begin
                F_EmptyN <= 1'b0;
            end
        end
    end
end
always @(posedge Clk or negedge RstN) begin
    if (!RstN) begin
        F_FirstN <= 1'b1;
    end
    else begin
        if (FClrN == 1'b1) begin
            if ((F_EmptyN == 1'b0 && WriteN == 1'b0) || 
            (fcounter == 2 && ReadN == 1'b0 && WriteN == 1'b1)) begin
                F_FirstN <= 1'b0;    
            end
            else if (F_FirstN == 1'b0 && (WriteN ^ ReadN)) begin
                F_FirstN <= 1'b1;
            end
        end
        else begin
            F_FirstN <= 1'b1;
        end
    end
end
always @(posedge Clk or negedge RstN) begin
    if(!RstN)
        F_SLastN <= 1'b1;
    else begin
        if (FClrN == 1'b1) begin
            if ((F_LastN == 1'b0 && ReadN == 1'b0 && WriteN == 1'b1) ||
            (fcounter == (4-3) && WriteN == 1'b0 && ReadN == 1'b1 )) begin
                F_SLastN <= 1'b0;
            end
            else if(F_SLastN == 1'b0 && (ReadN ^ WriteN)) begin
                F_SLastN <= 1'b1;
            end
        end
        else begin
            F_SLastN <= 1'b1;
        end
    end
end
always @(posedge Clk or negedge RstN) begin
    if (!RstN) begin
        F_LastN <= 1'b1;
    end
    else begin
        if (FClrN == 1'b1) begin
            if((F_FullN == 1'b0 && ReadN == 1'b0) || 
            (fcounter == (4-2) && WriteN == 1'b0 && ReadN == 1'b1))
                F_LastN <= 1'b0;
            else if (F_LastN == 1'b0 && (ReadN ^ WriteN)) begin
                F_LastN <= 1'b1;
            end
        end
        else begin
            F_LastN <= 1'b1;
        end
    end
end
always @(posedge Clk or negedge RstN) begin
    if (!RstN) begin
        F_FullN <= 1'b1;
    end
    else begin
        if(FClrN == 1'b1) begin
            if (F_LastN == 1'b0 && WriteN == 1'b0 && ReadN == 1'b1) begin
                F_FullN <= 1'b0;
            end
            else if (F_FullN == 1'b0 && ReadN == 1'b0) begin
                F_FullN <= 1'b1;
            end
        end
        else begin
            F_FullN <= 1'b1;
        end
    end
end
endmodule
module FIFO_MEM_BLK (
    input                       clk,           
    input                       writeN,        
    input [(2 - 1): 0]   wr_addr,       
    input [(2 - 1): 0]   rd_addr,       
    input [(32 - 1): 0]   data_in,       
    output wire [(32 - 1): 0]  data_out      
);
reg [(32 - 1): 0] FIFO [0 : (4 - 1)];
assign data_out = FIFO[rd_addr];
always @(posedge clk) begin
    if (writeN == 1'b0) begin
        FIFO[wr_addr] <= data_in;
    end
end
endmodule
$ cat /design/flow/run.sh
#!/bin/bash
# OpenROAD 26Q1-2900-gdf79404cd8, Yosys 0.63+post, stock flow scripts
make -C /OpenROAD-flow-scripts/flow DESIGN_CONFIG=/design/flow/config.mk WORK_HOME=/design/flow/orfs finish
$ cat /design/flow/config.mk
export PLATFORM = sky130hd
export DESIGN_NAME = FIFO_Model
export DESIGN_NICKNAME = FIFO_Model
export VERILOG_FILES = /design/flow/design.v
export SDC_FILE = /design/flow/constraint.sdc
export NUM_CORES = 4
export LEC_CHECK = 1
export CORE_UTILIZATION = 30
$ cat /design/flow/constraint.sdc
current_design FIFO_Model

set clk_period 6.5
set clk_io_pct 0.2

create_clock -name clk0 -period $clk_period [get_ports {Clk}]

set non_clock_inputs [all_inputs -no_clocks]
set_input_delay [expr $clk_period * $clk_io_pct] -clock clk0 $non_clock_inputs
set_output_delay [expr $clk_period * $clk_io_pct] -clock clk0 [all_outputs]
==> results.sh <==
# flow metrics
export IMPL_final_antenna_net_count=0
export IMPL_hp_start="F_SLastN$_DFFE_PN1P_"
export IMPL_slew_violations=0
export IMPL_tool_warnings=32
export IMPL_ys_cells=243
export IMPL_diodes=0
export IMPL_met1_usage=0.173
export IMPL_layout_top_cell="edfxtp_1"
export IMPL_cap_violations=0
export IMPL_routed_via_count=2621
export IMPL_ys_flop_type="edfxtp_1"
export IMPL_max_freq_ghz=0.266
export IMPL_design_area_mm2=0.00696
export IMPL_grt_pass1_wl_um=15100
export IMPL_path_clk_slew_ns=0.06
export IMPL_fin_util=0.398
export IMPL_drtPass1Iterations=4
export IMPL_rsz0062_at_grt="false"
export IMPL_timing_final_crit_share=0.578
export IMPL_finClkSkew_ns=0.00637
export IMPL_die_h_um=136
export IMPL_cts_resized=0
export IMPL_reg2reg_to="memblk.FIFO[0][9]$_DFFE_PP_"
export IMPL_status="finished, final reports clean"
export IMPL_cts_tree="done"
export IMPL_clkSinkCount=140
export IMPL_drt_wl_total_um=9720
export IMPL_power_density_mw_per_mm2=306
export IMPL_reg2reg_depth=4
export IMPL_synth_top_area_share=0.709
export IMPL_synth_chip_area_mm2=0.00542
export IMPL_maxSlewHeadroom=0.502
export IMPL_die_area_mm2=0.0186
export IMPL_reg2reg_slack_ns=4.60
export IMPL_yosys_warnings=2
export IMPL_r2r_start="wr_ptr[0]$_DFFE_PN0P_"
export IMPL_synth_area_mm2=0.00542
export IMPL_synth_cells=243
export IMPL_fp_util=0.310
export IMPL_finalSetupViolations=0
export IMPL_place_gp_congestion=0.758
export IMPL_required_ns=5.20
export IMPL_finalHoldViolations=0
export IMPL_grt_pass1_vias=2808
export IMPL_grt_usage=0.117
export IMPL_cts_path_max_buffers=2
export IMPL_synth_edff_count=128
export IMPL_largest_area_cell="edfxtp_1"
export IMPL_placed_area_mm2=0.00641
export IMPL_layout_top_cells="128 x edfxtp_1, 73 x clkdlybuf4s50_1, 29 x mux4_2"
export IMPL_gr_usage_met2=0.168
export IMPL_post_dp_hpwl_um=5760
export IMPL_worstMarginPinSlew_ns=0.745
export IMPL_wl_per_cell_um=17.1
export IMPL_hold_path_cell_count=2
export IMPL_cts_root_buffer="clkbuf_16"
export IMPL_critPathKind="flop to output pin"
export IMPL_grt_busiest_layer="met1"
export IMPL_start_kind="flop"
export IMPL_synthToLayoutAreaGrowth_pct=28.4
export IMPL_ios=74
export IMPL_num_rows=48
export IMPL_critical_path_max_fanout=34
export IMPL_async_flop_share=0.0857
export IMPL_p_leak_nw=2.30
export IMPL_grt_overflow_total=0
export IMPL_ys_ff=140
export IMPL_syn_area_per_cell_um2=22.3
export IMPL_cp_end_kind="output pin"
export IMPL_synth_cell_types=36
export IMPL_clock_latency_ns=0.41
export IMPL_htreeDepth=4
export IMPL_die_w_um=136
export IMPL_antenna_found_initial=1
export IMPL_drt_iter0_drc=121
export IMPL_post_cts_setup_buffer_count=0
export IMPL_cts_made_buffers=17
export IMPL_top_cells_by_area="edfxtp_1 71%, mux4_2 12%, dfrtp_1 3.7%"
export IMPL_via_per_inst=4.61
export IMPL_fin_tns_setup_ns=0
export IMPL_grt_start_max_net_pins=35
export IMPL_min_path_type="flop to flop"
export IMPL_core_area_mm2=0.0175
export IMPL_fillCellCount=1531
export IMPL_hold_buffers=0
export IMPL_hold_end="F_SLastN$_DFFE_PN1P_"
export IMPL_use_met3=0.0593
export IMPL_postSynthSeqShare=0.765
export IMPL_drc=0
export IMPL_critPathArrivalTime_ns=2.46
export IMPL_timing_final_crit_period_ns=3.76
export IMPL_drive_above_1_share=0.230
export IMPL_io_buffers=73
export IMPL_peakVddDrop_mv=0.220
through the flow:
stage	worst slack [ns]	cells	power (mW)	hold WS, ns
after floorplan	3.16	243	1.16	0.492
after global routing	2.59	569	2.22	0.578
after CTS	2.65	569	2.16	0.534
after global placement	3.04	537	1.27	0.523
final	2.74	569	2.13	0.537
after detailed placement	3.00	537	1.27	0.526
synthesized netlist by cell type, types with 3 or more instances:
cell,instances
mux4_2,29
nand2_1,3
mux4_1,3
buf_12,3
ha_1,10
o21ai_0,3
buf_2,6
dfstp_2,4
inv_1,8
dfrtp_1,8
edfxtp_1,128
nor2b_1,5
nor2_1,3
sequential cells by signal, indices dropped and copies added (netlist names):
| signal | cells |
|---|---|
| F_SLastN | 1 |
| F_FullN | 1 |
| rd_ptr | 2 |
| fcounter | 3 |
| F_FirstN | 1 |
| wr_ptr | 2 |
| F_LastN | 1 |
| memblk.FIFO | 128 |
| F_EmptyN | 1 |
power by group:
group	switching (mW)	total (mW)	internal [mW]
clock	0.357	0.880	0.523
combinational	0.0819	0.205	0.123
sequential	0.0151	1.05	1.03
area by class of cell:
type | count | area [um^2] | area share
Tap cell | 225 | 282 | 0.0405
Sequential cell | 140 | 4150 | 0.597
Timing Repair Buffer | 79 | 776 | 0.111
Clock buffer | 17 | 425 | 0.0611
Inverter | 8 | 30.0 | 0.00431
Multi-Input combinational cell | 85 | 1170 | 0.168
Clock inverter | 15 | 124 | 0.0178
worst max-delay path: stages, from the launching register on:
cell and delay, ns:
dfrtp_2 0.34, buf_4 0.55, mux4_1 0.70, clkdlybuf4s50_1 0.45
logic make-up (layout without fill, tap and decap cells):
group / Yosys count / after routing / synth area share
flip-flops: 140 / 140 / 0.765
multiplexers: 35 / 35 / 0.141
AND/OR/NAND/NOR: 26 / 26 / 0.0291
buffers and inverters: 18 / 119 / 0.0242
AND-OR/OR-AND: 12 / 12 / 0.0141
adder cells (fa/ha/maj): 10 / 10 / 0.0231
XOR/XNOR: 2 / 2 / 0.00323
routing by layer:
layer / up-vias / share of wire
met4: 2 / 0.014
li1: 1181 / -
met2: 113 / 0.47
met1: 1310 / 0.43
met5: - / 0.0010
met3: 15 / 0.091
worst max path at each step:
stage	from	to	cells after the start
final	rd_ptr[0]$_DFFE_PN0P_	F_Data[0]	3
after global routing	rd_ptr[0]$_DFFE_PN0P_	F_Data[0]	3
after CTS	rd_ptr[0]$_DFFE_PN0P_	F_Data[0]	3
Power and IR drop assume default switching activity.
